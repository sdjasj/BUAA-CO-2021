===== config.mk =====
export PLATFORM = sky130hd
export DESIGN_NAME = CTRL
export DESIGN_NICKNAME = CTRL
export VERILOG_FILES = /design/flow/design.v
export SDC_FILE = /design/flow/constraint.sdc
export NUM_CORES = 4
export LEC_CHECK = 1
export CORE_AREA = 10 10 70 70
export DIE_AREA = 0 0 80 80

===== constraint.sdc =====
current_design CTRL

set clk_period 3.0
set clk_io_pct 0.2

create_clock -name clk0 -period $clk_period

set non_clock_inputs [all_inputs -no_clocks]
set_input_delay [expr $clk_period * $clk_io_pct] -clock clk0 $non_clock_inputs
set_output_delay [expr $clk_period * $clk_io_pct] -clock clk0 [all_outputs]

===== design.v =====
`timescale 1ns / 1ps
module CTRL(
    input [5:0] OPCODE,
    input [5:0] FUNC,
    output [2:0] NPCOP,
    output RFWE,
    output [1:0] EXTOP,
    output DMWE,
    output [2:0] RFA3MUX,
    output [2:0] RFWDMUX,
    output [2:0] ALUBMUX,
	output [3:0] ALUOP,
    output [2:0] DMOP
    );
    wire R,ADDU,SUBU,ORI,LW,SW,BEQ,LUI,SLL,J,JAL,JR,ADDIU,BGEZ,JALR;
    wire SLTI,LB,SB;
    assign R = ~(|OPCODE);
    assign ADDU = (FUNC==6'b100001)&R;
    assign SUBU = (FUNC==6'b100011)&R;
    assign ORI = OPCODE==6'b001101;
    assign LW = OPCODE==6'b100011;
    assign SW = OPCODE==6'b101011;
    assign BEQ = OPCODE==6'b000100;
    assign LUI = OPCODE==6'b001111;
    assign SLL = (FUNC==6'b000000)&R;
    assign J = OPCODE==6'b000010;
    assign JAL = OPCODE==6'b000011;
    assign JR = (FUNC==6'b001000)&R;
    assign ADDIU = OPCODE==6'b001001;
    assign BGEZ = OPCODE==6'b000001;
    assign JALR = (FUNC==6'b001001)&R;
    assign SLTI = (OPCODE==6'b001010);
    assign LB = OPCODE==6'b100000;
    assign SB = OPCODE==6'b101000;
    assign NPCOP[2] = 0|BGEZ;
    assign NPCOP[1] = 0|J|JAL|JR|JALR;
    assign NPCOP[0] = 0|BEQ|JR|JALR;
    assign RFWE = 0|ADDU|SUBU|ORI|LW|LUI|SLL|JAL|ADDIU|JALR|SLTI|LB;
    assign EXTOP[1] = 0;
    assign EXTOP[0] = 0|ORI|LUI;
    assign DMWE = 0|SW|SB;
    assign RFA3MUX[2] = 0;
    assign RFA3MUX[1] = 0|JAL;
    assign RFA3MUX[0] = 0|ORI|LW|LUI|ADDIU|SLTI|LB;
    assign RFWDMUX[2] = 0;
    assign RFWDMUX[1] = 0|JAL|JALR|LB;
    assign RFWDMUX[0] = 0|LW|LB;
    assign ALUBMUX[2] = 0;
    assign ALUBMUX[1] = 0;
    assign ALUBMUX[0] = 0|ORI|LW|SW|LUI|ADDIU|SLTI|LB|SB;
	assign ALUOP[3] = 0;
	assign ALUOP[2] = 0|LUI|SLL|SLTI;
	assign ALUOP[1] = 0|ORI|SLTI;
	assign ALUOP[0] = 0|SUBU|SLL;
     assign DMOP[2] = 0;
     assign DMOP[1] = 0;
     assign DMOP[0] = 0|SB;
endmodule

===== run.sh =====
#!/bin/bash
# OpenROAD 26Q1-2900-gdf79404cd8, Yosys 0.63+post, stock flow scripts
make -C /OpenROAD-flow-scripts/flow DESIGN_CONFIG=/design/flow/config.mk WORK_HOME=/design/flow/orfs finish

==> flow_metrics.tcl <==
# collected from the flow reports
set metrics [dict create \
    status "completed" \
    n_fill_cell 369 \
    fin_ws_ps 108 \
    cp_max_fo 5 \
    fin_cells 157 \
    io_pins 35 \
    grt_max_degree 12 \
    end_kind "output pin" \
    ys.warnings.count 0 \
    fp-row-count 21 \
    synthesis.area_sq_um 465 \
    drive_above_1_share_pct 32.4 \
    portBuffers 27 \
    yosysChipArea_sq_um 465 \
    worstPathArrival_ps 2290 \
    switching_power_uw 37.7 \
    num_vias 600 \
    drc_errors 0 \
    die_x_microns 80 \
    criticalPathCategory "input port to output pin" \
    die_y_microns 80 \
    p_leak_nw 0.414 \
    maxCapViolations 0 \
    area_growth_pct 100 \
    drt-total-wl_mm 1.73 \
    place_congestion 0.806 \
    wl_per_cell_microns 11.0 \
    warnings 32 \
    hold_viol 0 \
    p_clk_share_pct 0 \
    antenna_found_initial 0 \
    grt_remaining_overflow 0 \
    hold_buffers 0 \
    post-place-ws_ps -87.5 \
    ant_nets 0 \
    fin_tns_setup_ps 0 \
    place_inst 155 \
    path_delay_family "buffers and inverters" \
    final_max_slew_viol_count 0 \
    viasPerCell 3.82 \
    cp.required_ps 2400 \
    flop_area_sq_um 0 \
    netlist-cell-type-count 29 \
    clock_buffers 0 \
    ys_seq_share_pct 0 \
    drtPass1Iterations 4 \
    grt_pass1_wl_mm 2.64 \
    core_sq_mm 0.00342 \
    hp-class "input port to output pin" \
    grt_pass1_vias 593 \
    diodes 0 \
    rsz0062_at_grt "false" \
    syn_avg_cell_area_sq_um 6.84 \
    ff_count 0 \
    syn_inst 68 \
    groute.usage.overall_pct 4.85 \
    drt_iter0_drc 41 \
    setup_violations 0 \
    holdWs_ps 1860 \
    cp_slowest_cell "clkdlybuf4s50_1" \
    logic_area_sq_um 410 \
    start_kind "input port" \
    critPathMaxStageDelay_ps 510 \
    ys_cells 68 \
    path_cells "clkdlybuf4s50_1, buf_4, or3_1, a211oi_1, clkdlybuf4s50_1" \
    fmax_ghz 0.346 \
    swShare_pct 42.0 \
    ir_drop_uv 27.8 \
    p_seq_share_pct 0 \
    period_minus_slack_ps 2890 \
    period_used_pct 96.4 \
    power.density_mw_per_mm2 96.4 \
    pwr-share-comb_pct 100.0 \
    crit_buf_inv 3 \
    fp_util_pct 13.6 \
    path_common_cell "clkdlybuf4s50_1" \
    dp_hpwl_mm 1.53 \
    die_area_sq_mm 0.00640 \
    p_int_uw 52.1 \
    p_total_uw 89.8 \
]
==> stage by stage <==
| step | cell area [sq um] | util (%) |
|---|---|---|
| after floorplan | 492 | - |
| after global placement | 877 | 25.7 |
| after detailed placement | 877 | 25.7 |
| after CTS | 913 | 26.7 |
| after global routing | 932 | 27.3 |
| final | 932 | 27.3 |
==> logic make-up after synthesis <==
| family | Yosys count | share of synthesized area (%) |
|---|---|---|
| AOI/OAI and AO/OA | 13 | 22.0 |
| xor gates and xnor gates | 2 | 3.76 |
| buffers and inverters | 16 | 23.9 |
| muxes | 2 | 4.30 |
| other | 1 | 0.806 |
| and+or+nand+nor | 34 | 45.2 |
==> layer usage <==
metal	up-vias	GRT usage (%)	share of wire (%)	routed length [microns]
met2	20	8.03	44	761
met4	0	0	0	0
li1	318	-	-	-
met5	-	0	0	0
met3	0	2.16	13	226
met1	262	6.00	43	742
==> power by group through the flow <==
stage	clock, mW	sequential [mW]	combinational [mW]
5_1_grt	0	0	0.0989
6_report	0	0	0.0898
4_1_cts	0	0	0.0904
==> final cells by class <==
class / count / share of cell area (%)
Tap cell: 46 / 6.17
Inverter: 1 / 0.403
Multi-Input combinational cell: 59 / 44.0
Timing Repair Buffer: 51 / 49.4
==> synth_stat cells, drive strengths merged <==
cell | number | area (sq um)
buf | 15 | 108
nor2 | 7 | 26.3
nand2 | 5 | 18.8
nand2b | 4 | 25.0
nor4 | 4 | 46.3
and3 | 3 | 18.8
nand3 | 3 | 15.0
nor3 | 3 | 15.0
a211oi | 2 | 20.0
a21oi | 2 | 10.0
a31oi | 2 | 12.5
mux2i | 2 | 20.0
o22ai | 2 | 12.5
or4 | 2 | 22.5
xor2 | 2 | 17.5
a21o | 1 | 7.51
and3b | 1 | 8.76
conb | 1 | 3.75
inv | 1 | 3.75
nand3b | 1 | 7.51
o21a | 1 | 7.51
o21ai | 1 | 8.76
o221ai | 1 | 15.0
o32ai | 1 | 8.76
or3 | 1 | 6.26
==> placed cells by master (no fill, tap or decap), drive strengths merged, types with 3 or more instances in the layout <==
cell type / synthesis / final
clkdlybuf4s50: 0 / 20
buf: 15 / 24
conb: 1 / 8
nor3: 3 / 3
and3: 3 / 3
nand2b: 4 / 4
nor4: 4 / 4
nor2: 7 / 7
dlygate4sd2: 0 / 4
dlymetal6s2s: 0 / 3
nand3: 3 / 3
nand2: 5 / 5
==> path summary, 6_finish.rpt <==
check / cells after the start / to / slack [ps] / startpoint
max: 5 / ALUOP[0] / 110 / FUNC[0]
min: 4 / NPCOP[0] / 1860 / OPCODE[3]
==> repair_timing <==
action | 4_1_cts | 5_1_grt
pin swaps | 1 | 1
endpoints found under the hold margin | 0 | 0
resized | 10 | 5
setup endpoints to repair | 5 | 8
buffers inserted | 2 | 0
Power is estimated from default activity; no workload was simulated.
