<file path="design/flow/design.v">
module ERRORDECODE(
    input [31:0] Instr,
    input ADELOFPC,
    input RI,
    input OVINS,
    input OVFROMALU,
    input [31:0] ALUOUT,
    output [4:0] ERRORCODE
    );
    wire HalfWordAddrErr,WordAddrErr,TimeAddr,DMAddr,StoreToCount,AddrErr;
    wire ADELOFLOAD,ADES;
    wire LW,SW,LB,SB,LBU,LH,LHU,SH;
    assign LW = (Instr[31:26]==6'b100011)?1:0;
    assign SW = (Instr[31:26]==6'b101011)?1:0;
    assign LB = (Instr[31:26]==6'b100000)?1:0;
    assign SB = (Instr[31:26]==6'b101000)?1:0;
    assign LBU = (Instr[31:26]==6'b100100)?1:0;
    assign LH = (Instr[31:26]==6'b100001)?1:0;
    assign LHU = (Instr[31:26]==6'b100101)?1:0;
    assign SH = (Instr[31:26]==6'b101001)?1:0;
    assign WordAddrErr = ((ALUOUT[1:0] & 3)!=0)?1:0;
    assign HalfWordAddrErr = (ALUOUT[0]!=0)?1:0;
    assign TimeAddr = ((ALUOUT>=32'h7f00)&&(ALUOUT<=32'h7f0b))||((ALUOUT>=32'h7f10)&&(ALUOUT<=32'h7f1b));
    assign DMAddr = (ALUOUT>=0) && (ALUOUT<=32'h2fff);
    assign StoreToCount = TimeAddr && (ALUOUT[3:0]==8);
    assign AddrErr = ~(TimeAddr|DMAddr);
    assign ADELOFLOAD = (LW && (WordAddrErr || AddrErr || OVFROMALU))||
                        (LB && (OVFROMALU || AddrErr || TimeAddr))||
                        (LBU && (OVFROMALU || AddrErr || TimeAddr))||
                        (LH && (OVFROMALU || HalfWordAddrErr || AddrErr || TimeAddr))||
                        (LHU && (OVFROMALU || HalfWordAddrErr || AddrErr || TimeAddr));
    assign ADES = (SW && (OVFROMALU || AddrErr || WordAddrErr || StoreToCount))||
                  (SB && (OVFROMALU || AddrErr || TimeAddr))||
                  (SH && (OVFROMALU || AddrErr || TimeAddr || HalfWordAddrErr));
    assign ERRORCODE = (ADELOFPC)?5'h4:
                       (RI)?5'ha:
                       (OVINS && OVFROMALU)?5'hc:
                       (ADELOFLOAD)?5'h4:
                       (ADES)?5'h5:0;
endmodule
</file>
<file path="design/flow/run.sh">
#!/bin/bash
# OpenROAD 26Q1-2900-gdf79404cd8, Yosys 0.63+post, stock flow scripts
make -C /OpenROAD-flow-scripts/flow DESIGN_CONFIG=/design/flow/config.mk WORK_HOME=/design/flow/orfs finish
</file>
<file path="design/flow/config.mk">
export PLATFORM = sky130hd
export DESIGN_NAME = ERRORDECODE
export DESIGN_NICKNAME = ERRORDECODE
export VERILOG_FILES = /design/flow/design.v
export SDC_FILE = /design/flow/constraint.sdc
export NUM_CORES = 4
export LEC_CHECK = 1
export CORE_AREA = 10 10 70 70
export DIE_AREA = 0 0 80 80
</file>
<file path="design/flow/constraint.sdc">
current_design ERRORDECODE

set clk_period 3.4
set clk_io_pct 0.2

create_clock -name clk0 -period $clk_period

set non_clock_inputs [all_inputs -no_clocks]
set_input_delay [expr $clk_period * $clk_io_pct] -clock clk0 $non_clock_inputs
set_output_delay [expr $clk_period * $clk_io_pct] -clock clk0 [all_outputs]
</file>
==> qor.txt <==
Outcome - finished, final reports clean
Fill cells - 381
Synthesis Warnings - 0
Crit Path Max Fanout - 2
Worst Setup Path Type - in -> out
Core Util, Final - 25.57%
Port bufs - 45
Antenna diode count - 0
Worst hold path type - in -> out
Die Height - 80 um
Vias post-DR - 512
Sw frac - 29.10%
Dominant cell area share - 13.16%
Worst vdd rail ir drop - 0.04380 mV
Flop Count - 0
Worst setup SP type - input pin
Die width - 80 um
Vias in the first global route - 563
Int Power - 55.48 uW
Chip area - 6400 um^2
Arrival time at the worst endpoint - 2590 ps
DRC viols - 0
Area leader, netlist - nor4_2
Final Hold Fails - 0
Drt pass-1 iters - 5
GRT Resource Usage Total - 5.518%
Remaining antenna violation count - 0
CLK BUF - 0
Seq pwr share - 0%
Tmin final - 3273 ps
Init Core Util - 8.352%
First-pass GRT wire length - 2918 um
Routability congestion estimate - 0.8493
Hpwl dp - 1614 um
Clock share of power - 0%
Pleak - 0.0002938 uW
Post-synthesis cell type count - 25
GRT overflow - 0
DR iter-0 viols - 25
Dominant logic cell types in the final layout - clkdlybuf4s50_1 (43), buf_4 (8), nor4_2 (5)
Wire per inst - 13.57 um
RSZ-0062 raised after global routing - yes
Pwr/cell area - 89.59 nW/um^2
Max Slew Vio Count - 0
Fin crit share - 96.28%
CP required - 2720 ps
Fmax - 305.5 MHz
Layout area overhead - 206.1%
Post-Route WL - 1846 um
Post-Syn Area - 285.3 um^2
Yosys stat area - 285.3 um^2
Total core area - 3416 um^2
Largest net degree at the start of global routing - 5
Syn Area/Cell - 7.507 um^2
Setup TNS - 0 ps
Tool warnings - 60
Crit end category - output port
Commonest Layout Cell - clkdlybuf4s50_1
Final setup vio count - 0
Number of antenna violations at the first check in global routing - 0
Fraction of layout cells with a size suffix above 1 - 23.33%
Top area cell types - nor4_2 (13%), nor4b_4 (8.3%), nor4_1 (6.6%)
Comb power frac - 100.0%
Drt via density - 3.765
Register share after synthesis - 0%
FP Rows - 21
Syn Inst Count - 38
Switching power - 22.77 uW
# Cells Yosys - 38
Register area - 0 um^2
Ports - 73
Number of max-cap violations - 0
## power by group through the flow
stage                 Sequential [uW]  Clock (uW)  Combinational (uW)
final                               0           0                78.2
after global routing                0           0                84.0
after CTS                           0           0                77.9
## cells by family (layout without fill, tap and decap cells)
group                  after synthesis  after routing  synth area share (%)
and+or+nand+nor                     25             25                 65.36
AOI/OAI and AO/OA                   10             10                 29.39
buffers and inverters                2             54                 3.947
other                                1              1                 1.315
## cells in the mapped netlist, types with 2 or more instances
cell and count:
or3_1 2, nor4_2 3, nor2_1 2, a21oi_1 3
nor3_1 2, a41oi_1 2, nand2_1 4, nor4_1 3
## through the flow
step	instances	worst slack (ps)	hold WS (ps)	instance area [um^2]	total power, uW
after floorplan	38	927.0	1373	285.3	12.35
after global placement	133	-228.5	2323	823.3	74.13
after detailed placement	133	-233.6	2329	823.3	75.11
after CTS	136	43.38	2054	873.3	77.92
after global routing	136	-8.713	2075	873.3	84.04
final	136	126.6	2047	873.3	78.25
## per-layer routing
layer  part of all wire, %  global-route usage, %  wire [um]
met2                    36                  7.223        672
met4                     0                      0          0
met3                   8.5                  1.591        156
met5                     0                      0          0
met1                    55                  8.899       1016
## critical path, stage by stage
cell,delay [ps]
clkdlybuf4s50_1,440
nor4b_4,310
a41oi_2,140
or3_1,400
o211ai_2,200
a41oi_1,130
dlygate4sd2_1,280
## final timing paths
kind      start            to  slack, ps  cells past startpoint
min          RI  ERRORCODE[0]       2050                      3
max   ALUOUT[5]  ERRORCODE[2]        130                      7
## cell type report
cell class	instances	area [um^2]	share of cell area [%]
Tap cell	46	57.56	6.590
Multi-Input combinational cell	36	307.8	35.24
Timing Repair Buffer	53	504.2	57.74
Inverter	1	3.754	0.4298
## what timing repair did
item / in CTS / in global routing
gates resized: 9 / 0
endpoints found under the hold margin: 0 / 0
pin swaps: 7 / 4
setup buffers: 3 / 0
gates cloned: 0 / 0
endpoints found under the setup margin: 2 / 2
hold buffers: 0 / 0
No activity file was given, so power comes from the tool's default toggle rates.
